$ cat ./design.v
`timescale 1ns / 1ps
module parking_system( 
                input clk,reset_n,
 input sensor_entrance, sensor_exit, 
 input [1:0] password_1, password_2,
 output wire GREEN_LED,RED_LED,
 output reg [6:0] HEX_1, HEX_2
    );
 parameter IDLE = 3'b000, WAIT_PASSWORD = 3'b001, WRONG_PASS = 3'b010, RIGHT_PASS = 3'b011,STOP = 3'b100;
 reg[2:0] current_state, next_state;
 reg[31:0] counter_wait;
 reg red_tmp,green_tmp;
 always @(posedge clk or negedge reset_n)
 begin
 if(~reset_n) 
 current_state = IDLE;
 else
 current_state = next_state;
 end
 always @(posedge clk or negedge reset_n) 
 begin
 if(~reset_n) 
 counter_wait <= 0;
 else if(current_state==WAIT_PASSWORD)
 counter_wait <= counter_wait + 1;
 else 
 counter_wait <= 0;
 end
 always @(*)
 begin
 case(current_state)
 IDLE: begin
         if(sensor_entrance == 1)
 next_state = WAIT_PASSWORD;
 else
 next_state = IDLE;
 end
 WAIT_PASSWORD: begin
 if(counter_wait <= 3)
 next_state = WAIT_PASSWORD;
 else 
 begin
 if((password_1==2'b01)&&(password_2==2'b10))
 next_state = RIGHT_PASS;
 else
 next_state = WRONG_PASS;
 end
 end
 WRONG_PASS: begin
 if((password_1==2'b01)&&(password_2==2'b10))
 next_state = RIGHT_PASS;
 else
 next_state = WRONG_PASS;
 end
 RIGHT_PASS: begin
 if(sensor_entrance==1 && sensor_exit == 1)
 next_state = STOP;
 else if(sensor_exit == 1)
 next_state = IDLE;
 else
 next_state = RIGHT_PASS;
 end
 STOP: begin
 if((password_1==2'b01)&&(password_2==2'b10))
 next_state = RIGHT_PASS;
 else
 next_state = STOP;
 end
 default: next_state = IDLE;
 endcase
 end
 always @(posedge clk) begin 
 case(current_state)
 IDLE: begin
 green_tmp = 1'b0;
 red_tmp = 1'b0;
 HEX_1 = 7'b1111111;  
 HEX_2 = 7'b1111111;  
 end
 WAIT_PASSWORD: begin
 green_tmp = 1'b0;
 red_tmp = 1'b1;
 HEX_1 = 7'b000_0110;  
 HEX_2 = 7'b010_1011;  
 end
 WRONG_PASS: begin
 green_tmp = 1'b0;
 red_tmp = ~red_tmp;
 HEX_1 = 7'b000_0110;  
 HEX_2 = 7'b000_0110;  
 end
 RIGHT_PASS: begin
 green_tmp = ~green_tmp;
 red_tmp = 1'b0;
 HEX_1 = 7'b000_0010;  
 HEX_2 = 7'b100_0000;  
 end
 STOP: begin
 green_tmp = 1'b0;
 red_tmp = ~red_tmp;
 HEX_1 = 7'b001_0010;  
 HEX_2 = 7'b000_1100;  
 end
 endcase
 end
 assign RED_LED = red_tmp  ;
 assign GREEN_LED = green_tmp;
endmodule
$ cat ./run.sh
#!/bin/bash
# OpenROAD 26Q1-2900-gdf79404cd8, Yosys 0.63+post, stock flow scripts
make -C /OpenROAD-flow-scripts/flow DESIGN_CONFIG=/design/flow/config.mk WORK_HOME=/design/flow/orfs finish
$ cat ./config.mk
export PLATFORM = sky130hd
export DESIGN_NAME = parking_system
export DESIGN_NICKNAME = parking_system
export VERILOG_FILES = /design/flow/design.v
export SDC_FILE = /design/flow/constraint.sdc
export NUM_CORES = 4
export LEC_CHECK = 1
export CORE_UTILIZATION = 30
$ cat ./constraint.sdc
current_design parking_system

set clk_period 6.7
set clk_io_pct 0.2

create_clock -name clk0 -period $clk_period [get_ports {clk}]

set non_clock_inputs [all_inputs -no_clocks]
set_input_delay [expr $clk_period * $clk_io_pct] -clock clk0 $non_clock_inputs
set_output_delay [expr $clk_period * $clk_io_pct] -clock clk0 [all_outputs]
==> run_results.csv <==
group,metric,value,unit
route,route.final.wire_length,4350,µm
synthesis,synth-edff-count,11,
synthesis,avgSynthCellArea,10.1,µm²
route,drc,0,
floorplanning,die_area,0.00831,mm²
final_timing,finalHoldViolations,0,
synthesis,synth_area,0.00239,mm²
pwr,clockPowerShare,0.295,
synthesis,yosys.cell_count.top_type,"dfrtp_1",
global_route,gr-total-overflow,0,
floorplanning,die_h,91.2,µm
pwr,leakage,0.998,nW
setup_path,crit_required,5.36,ns
floorplanning,initCoreUtil,0.309,
global_route,grt_usage,0.115,
final_timing,worstMarginPinSlew,0.683,ns
floorplanning,rows,32,
setup_path,crit_type,"register to primary output",
layout,final_area,0.00278,mm²
synthesis,yosysTopAreaCell,"dfrtp_1",
setup_path,worst_setup_path_start_kind,"register",
final_timing,skew,0.00847,ns
route,num_vias,1815,
clock_tree,cts_tree,"yes",
place,gp_congestion,0.768,
pwr,switching_share,0.254,
setup_path,max_stage_delay,0.47,ns
synthesis,yosys_warnings,1,
place,io_buffers,22,
synthesis,ys_cells,236,
layout,layout-drive-gt1-share,0.0873,
final_timing,setup_viol,0,
global_route,grt_pass1_wl,7700,µm
route,viasPerCell,5.13,
synthesis,synthTopCellsByArea,"dfrtp_1, edfxtp_1, a21oi_1, o31ai_1, or4_1",
min_path,hold_class,"register to register",
clock_tree,clock_path_buffers,2,
global_route,grt_pass1_vias,1626,
final_timing,clock.fmax,401,MHz
final_timing,finalSetupTns,0,ns
clock_tree,post_cts_resized,0,
global_route,grt_max_degree,38,
synthesis,synth_flops,48,
final_timing,fin_hold_ws,0.490,ns
floorplanning,die_x,91.2,µm
setup_path,worst-path-max-fanout,4,
final_timing,rsz0062_at_grt,"no",
route,dr.pass1.iters,4,
route,drtIter0Drc,113,
synthesis,postSynthSeqShare,0.527,
pwr,seq_power_share,0.476,
pwr,internal-power,0.626,mW
setup_path,crit_buf_inv,1,
layout,layoutNonFillerInstCount,354,
layout,utilization,0.359,
clock_tree,postCtsHoldBufs,0,
layout,fillers,758,
synthesis,syn_inst,236,
global_route,antenna_found_initial,0,
final_timing,max_slew_margin,0.540,
synthesis,top_cells_by_count,"dfrtp_1, a21oi_1, nand2_1, nor2_1, o31ai_1",
clock_tree,clk_pin_slew,0.09,ns
clock_tree,post_cts_buffers,0,
place,dp_hpwl,2960,µm
pwr,peakVddDrop,0.000142,V
final_timing,drv_slew,0,
layout,seqCellArea,0.00126,mm²
synthesis,top_cell_area_share,0.378,
run_status,status,"finished clean",
synthesis,yosysUniqueCellTypes,40,
synthesis,synth-main-ff-cell,"dfrtp_1",
route,diodes,0,
pwr,pwr-share-comb,0.229,
route,final_antenna_net_count,0,
clock_tree,cts.sinks,48,
place,place_inst,346,
setup_path,slowest_stage,"clkdlybuf4s50_1",
final_timing,fin_crit_sh,0.372,
floorplanning,core_area,0.00773,mm²
flow_run,cap_viol_max_count,0,
pwr,p_sw,0.213,mW
setup_path,crit_chain,"clkdlybuf4s50_1",
layout,mi_logic_area,995,µm²
floorplanning,ios,24,
pwr,p_per_area,302,mW/mm²
synthesis,ys_area,0.00239,mm²
clock_tree,clock.latency.late_pin,0.30,ns
layout,area_delta_synth_final,16.4,%
setup_path,cp_top_family,"buffers and inverters",
flow_run,warnings,25,
clock_tree,clockRootBuffer,"clkbuf_8",
setup_path,end_kind,"primary output",
setup_path,crit_arrival,1.16,ns
clock_tree,htreeDepth,2,
route,wl_per_cell,12.3,µm
final_timing,period_minus_slack,2.50,ns
place,place_area,0.00264,mm²
clock_tree,cts_buffers,5,
synthesis,synth_async_sr_flop_share,0.771,
==> power groups by stage <==
stage | sequential, mW | combinational, mW | clock (mW)
final | 0.400 | 0.192 | 0.248
after CTS | 0.401 | 0.195 | 0.256
after global routing | 0.408 | 0.213 | 0.266
==> sequential cells by signal, summed over array words and instances (netlist names) <==
signal         cells
counter_wait      32
HEX_2              6
current_state      5
HEX_1              3
green_tmp          1
red_tmp            1
==> cells in the final DEF, fill, tap and decap left out, types with 2 or more instances in the layout <==
master / count
a21oi_1: 23
buf_4: 2
bufinv_16: 2
clkbuf_8: 5
clkdlybuf4s50_1: 21
dfrtp_1: 36
edfxtp_1: 11
inv_1: 8
nand2_1: 16
nand3_1: 11
nand4_1: 5
nand4_2: 2
nor2_1: 16
nor3_1: 3
nor4_1: 12
o21ai_0: 11
o31ai_1: 14
or2_2: 3
or3_1: 10
or4_1: 13
xnor2_1: 7
xor2_1: 2
==> final timing paths <==
kind,startpoint,end,slack (ns),cells past startpoint
worst max-delay path,HEX_1[5],HEX_1[5],4.20,1
worst min-delay path,counter_wait[0],counter_wait[0],0.49,1
worst max register to register,counter_wait[10],counter_wait[31],4.44,4
worst min register to register,counter_wait[0],counter_wait[0],0.49,1
max in group asynchronous,reset_n,current_state[0],5.26,2
min in group asynchronous,reset_n,current_state[4],1.08,2
==> layer usage <==
layer / vias to the layer above / wire length [µm] / GRT usage
met5: - / 0 / 0
met4: 0 / 46 / 0.0132
met3: 4 / 169 / 0.0187
met2: 34 / 2040 / 0.184
met1: 866 / 2100 / 0.176
li1: 911 / - / -
==> cell type report <==
cell class / instances / area share
well taps: 102 / 0.0459
inverters: 8 / 0.0108
multi-input cells: 164 / 0.358
clock buffers: 5 / 0.0248
repair buffers: 24 / 0.0829
flip-flops and latches: 48 / 0.453
clock inverters: 3 / 0.0248
==> cells by family (layout without fill, tap and decap cells) <==
| group | after synthesis | after routing | synth area share |
|---|---|---|---|
| xor gates and xnor gates | 9 | 9 | 0.0330 |
| DFF | 48 | 48 | 0.527 |
| and+or+nand+nor | 102 | 102 | 0.251 |
| other | 1 | 1 | 0.00157 |
| AOI/OAI and AO/OA | 51 | 51 | 0.126 |
| adders and majority gates | 1 | 1 | 0.00524 |
| buffers and inverters | 24 | 40 | 0.0561 |
==> through the flow <==
step           setup WS (ns)  total power [mW]
6_report                4.20             0.840
3_3_place_gp            4.37             0.601
3_5_place_dp            4.36             0.602
2_1_floorplan           4.71             0.498
5_1_grt                 4.12             0.886
4_1_cts                 4.18             0.852
Power and IR drop assume default switching activity.
